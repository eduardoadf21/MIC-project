File: flow/run.sh
#!/bin/bash
# OpenROAD 26Q1-2900-gdf79404cd8, Yosys 0.63+post, stock flow scripts
make -C /OpenROAD-flow-scripts/flow DESIGN_CONFIG=/design/flow/config.mk WORK_HOME=/design/flow/orfs finish
File: flow/config.mk
export PLATFORM = sky130hd
export DESIGN_NAME = shifter
export DESIGN_NICKNAME = shifter
export VERILOG_FILES = /design/flow/design.v
export SDC_FILE = /design/flow/constraint.sdc
export NUM_CORES = 4
export LEC_CHECK = 1
export CORE_AREA = 10 10 74 74
export DIE_AREA = 0 0 84 84
File: flow/constraint.sdc
current_design shifter

set clk_period 1.8
set clk_io_pct 0.2

create_clock -name clk0 -period $clk_period

set non_clock_inputs [all_inputs -no_clocks]
set_input_delay [expr $clk_period * $clk_io_pct] -clock clk0 $non_clock_inputs
set_output_delay [expr $clk_period * $clk_io_pct] -clock clk0 [all_outputs]
File: flow/design.v
	module shifter (out, sll8, sra1, in);
	input [31:0] in;
	input sll8, sra1;
	output reg [31:0] out;
	always @ (in or sll8 or sra1)
	begin
	 if (sll8) out <= in << 8;  
	 if (sra1) out <= in >>> 1; 
	 if (~sll8 & ~sra1) out <= in;
	end
	endmodule	
==> notes.md <==
run metrics: GRT overflow=0, Total GRT Usage=0.0750, critical path endpoint category=output pin, Basic Gates by Area=0.251, FP Util=0.171, RSZ-0062 raised after global routing=false, Tightest Pin Transition=142 ps, routed len/inst=between 10 and 15 um, Residual DRC=0, Slew Limit Fails=0, Sequential Area=0 um2, Max IR drop VDD=~68 uV, CTS Hold Buffers Added=0, WL final=approximately 2900 um, Slew Limit Headroom=0.903, final-report hold violation count=0, worst-path fanout max=16, adder-cell share of the synthesized area=0, DRT antenna net count=0, kind of critical path=in -> out, Layout area overhead=108%, CP Launch Point=sll8, Non-Filler Cell Area, Final=approximately 0.0014 mm2, Critical Path Sink=out[15], Post-DP HPWL=~2500 um, Setup WS post-layout=64.8 ps, ao+oa area frac=0.229, FP Rows=23, fin util=0.356, Final min period=about 1700 ps, Worst EP required=around 1400 ps, dpl ws=-185 ps, unique cell type count in the Yosys netlist=10, gpl congestion=0.759, core area=between 0.003 and 0.004 mm2, Post-Synthesis Cells=approximately 110, 1st-pass router iterations=4, CP arrival=roughly 1400 ps, Hold Path Class=in -> out, outcome=completed, met3 usage=0.0246, P_leak=slightly below 0.8 nW, Area after DPL=between 0.001 and 0.0015 mm2, Max Cap Viol=0, layout cells sized above 1=0.0914, Final period util=0.964, flop count=0, largest net degree at the start of global routing=20, Top logic family=multiplexers, global-route wire length before repair=about 4600 um, routing usage on met2=0.135, vias in the first global route=about 940, I/O Buffers=approximately 66, Vias per Instance=around 4.1, clock buffers=0, initial antenna violation count=0, met1 usage=0.0887, power density over the cells=roughly 220 mW/mm2, die height=around 84 um, n_diodes=0, Chip Area, Yosys=around 680 um2, Yosys warning count=1, mux share=0.354, CP Launch Type=primary input, tool warnings=32, total number of vias=919, chip width=around 84 um, Syn Area/Cell=6.40 um2, endpoints failing setup=0, yosys cell count=roughly 110, Post-Synth XOR/XNOR Area=0, die area=slightly above 0.007 mm2, DRT iter0 DRCs=16, Ports=roughly 66, Mapped Area=between 600 and 700 um2, Peak Freq=576 MHz, Post-synth seq share=0, GRT busiest layer=met2
[critical path, cell delays in order]
cell	delay, ps
buf_2	130
buf_12	160
mux2i_1	120
o21ai_1	110
clkdlybuf4s50_1	490
[routing by layer]
metal	up-vias	routed length, um
li1	503	-
met1	384	1260
met2	32	1400
met3	0	260
met4	0	0
met5	-	0
[cells by family (layout without fill, tap and decap cells)]
| kind of cell | after synthesis | count (layout) |
|---|---|---|
| muxes | 24 | 24 |
| and+or+nand+nor | 40 | 40 |
| AOI/OAI and AO/OA | 31 | 31 |
| buffers and inverters | 11 | 80 |
[power breakdown]
part | internal [mW] | switching [mW] | leakage, nW | total [mW]
Sequential | 0 | 0 | 0 | 0
Clock | 0 | 0 | 0 | 0
Combinational | 0.200 | 0.111 | 0.772 | 0.311
[cells in the final DEF (no fill, tap or decap)]
| cell | count |
|---|---|
| o21ai_1 | 31 |
| dlygate4sd2_1 | 34 |
| dlymetal6s2s_1 | 10 |
| buf_12 | 3 |
| nand2b_1 | 8 |
| clkdlybuf4s50_1 | 20 |
| buf_4 | 10 |
| mux2i_1 | 24 |
| nor2_1 | 1 |
| buf_6 | 2 |
| buf_2 | 1 |
| nand2_1 | 31 |
[worst min-delay path by stage]
stage         end  cells after the start  slack [ps]   start
4_1_cts   out[30]                      4        1260  in[31]
5_1_grt   out[22]                      4        1230  in[23]
6_report  out[22]                      4        1150  in[23]
[what timing repair did]
item                       CTS  global route
pin swaps                    4             8
resized                     37            10
buffers inserted             0             7
setup endpoints to repair   32            11
[through the flow]
| stage | TNS, ps | hold WS, ps | power, mW | cells |
|---|---|---|---|---|
| 4_1_cts | 0 | 1260 | 0.315 | 218 |
| 3_5_place_dp | -3970 | 1420 | 0.344 | 218 |
| 6_report | 0 | 1150 | 0.311 | 225 |
| 5_1_grt | 0 | 1230 | 0.348 | 225 |
| 2_1_floorplan | 0 | 778 | 0.120 | 106 |
| 3_3_place_gp | -3990 | 1430 | 0.344 | 218 |
[layout make-up]
cell class                      count  area (um2)
Fill cell                         444        2560
Multi-Input combinational cell     95         566
Tap cell                           50        62.6
Timing Repair Buffer               80         786
[synth_stat cells]
cell | number | area (um2)
buf_12 | 2 | 40.0
buf_6 | 3 | 33.8
buf_4 | 4 | 30.0
nand2_1 | 31 | 116
o21ai_1 | 31 | 155
mux2i_1 | 24 | 240
nand2b_1 | 8 | 50.1
clkbuf_1 | 1 | 3.75
buf_2 | 1 | 5.00
nor2_1 | 1 | 3.75
Power is estimated from default activity; no workload was simulated.
