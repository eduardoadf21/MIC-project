--- config.mk ---
export PLATFORM = sky130hd
export DESIGN_NAME = ula32bit
export DESIGN_NICKNAME = ula32bit
export VERILOG_FILES = /design/flow/design.v
export SDC_FILE = /design/flow/constraint.sdc
export NUM_CORES = 4
export LEC_CHECK = 1
export CORE_UTILIZATION = 40
--- constraint.sdc ---
current_design ula32bit

set clk_period 22.4
set clk_io_pct 0.2

create_clock -name clk0 -period $clk_period

set non_clock_inputs [all_inputs -no_clocks]
set_input_delay [expr $clk_period * $clk_io_pct] -clock clk0 $non_clock_inputs
set_output_delay [expr $clk_period * $clk_io_pct] -clock clk0 [all_outputs]
--- design.v ---
	module decod2x4 (dout,in0,in1);
	input in0, in1;
	output [3:0] dout;
	and (dout[0], ~in0, ~in1);
	and (dout[1], ~in0, in1);
	and (dout[2], in0, ~in1);
	and (dout[3], in0, in1);
	endmodule
	module fulladder (sum,cout,cin,ena,A,B);
	input A, B, cin, ena;
	output cout, sum;
	wire t1, t2, t3, t4;
	xor (t1, A, B);
	xor (t2, t1, cin);
	and (t3, ena, A, B);
	and (t4, ena, t1, cin);
	or  (cout, t3, t4);
	and (sum, t2, ena);
	endmodule
	module logic_unit (out, en, A, B);
	input A, B;
	input [2:0] en;
	output [2:0] out;
	wire AandB, AorB, invB;
	and (AandB, A, B);
	or  (AorB, A, B);
	not (invB, B);
	and (out[0], AandB, en[0]);
	and (out[1], AorB, en[1]);
	and (out[2], invB, en[2]);
	endmodule
	module ula1bit (out,carryout,F0,F1,ENA,ENB,INVA,INC,A,B);
	input F0, F1, ENA, ENB, INVA, INC, A, B;
	output carryout, out;
	wire [3:0] enable_wire;
	wire wA, wB, sum, AandB, AorB, invB;
	wire [2:0] out_lu;
	assign wA = (A & ENA) ^ INVA;
	assign wB = (B & ENB);
	logic_unit lu (out_lu,enable_wire[2:0],wA,wB);
	fulladder fa (sum, carryout, INC,enable_wire[3], wA, wB);
	decod2x4 dec2x4 (enable_wire,F0,F1);	
	or (out, out_lu[0], out_lu[1], out_lu[2], sum);
	endmodule
	module ula32bit (out,carryout,F0,F1,ENA,ENB,INVA,INC,A,B);
	input [31:0] A, B;
	input F0,F1,ENA,ENB,INVA,INC;
	output carryout;
	output [31:0] out;
	wire [3:0] cin_w; 
	ula8bit ula0 (out[7:0],cin_w[0],F0,F1,ENA,ENB,INVA,INC,A[7:0],B[7:0]);
	ula8bit ula8 (out[15:8],cin_w[1],F0,F1,ENA,ENB,INVA,cin_w[0],A[15:8],B[15:8]);
	ula8bit ula16 (out[23:16],cin_w[2],F0,F1,ENA,ENB,INVA,cin_w[1],A[23:16],B[23:16]);
	ula8bit ula24 (out[31:24],carryout,F0,F1,ENA,ENB,INVA,cin_w[2],A[31:24],B[31:24]);
	endmodule
	module ula8bit (out,carryout,F0,F1,ENA,ENB,INVA,INC,A,B);
	input [7:0] A, B;
	input F0,F1,ENA,ENB,INVA,INC;
	output carryout;
	output [7:0] out;
	wire [6:0] cin_w;
	ula1bit ula0 (out[0],cin_w[0],F0,F1,ENA,ENB,INVA,INC,A[0],B[0]);
	ula1bit ula1 (out[1],cin_w[1],F0,F1,ENA,ENB,INVA,cin_w[0],A[1],B[1]);
	ula1bit ula2 (out[2],cin_w[2],F0,F1,ENA,ENB,INVA,cin_w[1],A[2],B[2]);
	ula1bit ula3 (out[3],cin_w[3],F0,F1,ENA,ENB,INVA,cin_w[2],A[3],B[3]);
	ula1bit ula4 (out[4],cin_w[4],F0,F1,ENA,ENB,INVA,cin_w[3],A[4],B[4]);
	ula1bit ula5 (out[5],cin_w[5],F0,F1,ENA,ENB,INVA,cin_w[4],A[5],B[5]);
	ula1bit ula6 (out[6],cin_w[6],F0,F1,ENA,ENB,INVA,cin_w[5],A[6],B[6]);
	ula1bit ula7 (out[7],carryout,F0,F1,ENA,ENB,INVA,cin_w[6],A[7],B[7]);
	endmodule
--- run.sh ---
#!/bin/bash
# OpenROAD 26Q1-2900-gdf79404cd8, Yosys 0.63+post, stock flow scripts
make -C /OpenROAD-flow-scripts/flow DESIGN_CONFIG=/design/flow/config.mk WORK_HOME=/design/flow/orfs finish
==> impl_metrics.ini <==
; physical design summary
[outcome]
run_status = finished, final reports clean

[setup_path]
cp_data_arrival_time_ns = 8.98
endpoint_kind = output pin
worst-path-max-fanout = 36
worst-setup-path-type = input port to output pin
timing.critical_path.from_type = input port
worst-endpoint-required_ns = 17.92

[synthesis]
post_synth_instance_area_sq_um = 4080
yosys-top-cells-area = ha_1 (20%), mux4_2 (12%), inv_1 (8.7%), nand2_1 (7.1%), buf_4 (6.8%)
ys_warn_count = 0
top_cell = inv_1
yosysTopAreaCellShare_pct = 19.6
xor_share_pct = 11.3
cell_taking_the_most_area_after_synthesis = ha_1
simple_gate_share_pct = 16.9
synth-compound-area-share_pct = 20.6
mux_share_pct = 12.4
synth_area_per_cell_sq_um = 7.48
synth-cells-yosys = 546
yosys.stat.chipArea_sq_um = 4080
synth_cell_types = 70
syn_inst = 546
synthTopLogicFamily = AND-OR/OR-AND gates
synth-seq-area-share_pct = 0
synth.cellmix.adderShare_pct = 19.6
synthTopCellsByCount = inv_1 (95), nand2_1 (77), ha_1 (64)

[run]
maxCapViolCount = 0
log.warning_count = 64

[layout]
layout.sequential_cells = 0
drive_above_1_share_pct = 9.05
fin_util_pct = 49.9
clock_buffer_count = 0
syn_to_final_growth_pct = 20.1
final_design_area_no_fill_sq_um = 4900
seq_area_sq_um = 0

[floorplan]
floorplanUtilization_pct = 41.6
die_w_microns = 103
design.portCount = 103
dieArea_sq_um = 10600
coreArea_sq_um = 9820
std_cell_rows = 36
die_height_microns = 103

[sta]
timing_worst_slew_pin_value_ns = 0.592
achievable-frequency_ghz = 0.0743
timing.final.crit_period_ns = 13.46
final_setup_violation_count = 0
unrepaired_setup_endpoints_after_global_routing = false
setup-tns-final_ns = 0
final_hold_violation_tally = 0
finalMaxSlewViolations = 0
timing.final.crit_share_pct = 60.1
post-route-worst-setup-slack_ns = 8.94
timing.slew.headroom_pct = 60.5

[drt]
postRouteAntennaNets = 0
drt_pass1_iterations = 4
wl_mm = 9.82
detail_route.antenna_diodes = 0
wl_per_cell_microns = 13.5
vias = 3748
routed_via_density = 5.13
drt_first_iter_violations = 88
drc_errors = 0

[cts]
cts_post_setup_buffers_inserted = 0
post_cts.resized_instances = 0
ctsHoldBuffers = 0

[global_routing]
grt_max_degree = 48
number_of_antenna_violations_at_the_first_check_in_global_routing = 0
first_global_vias = 3597
overflow = 0
grt_first_pass_wirelength_mm = 16.6
grt.total_usage_pct = 19.8

[power]
power_leakage_uw = 0.00243
power.total_uw = 114
power_switching_share_pct = 45.3
cellPowerDensity_nw_per_um2 = 23.3
cell_internal_pwr_uw = 62.4
power.sequential.fraction_pct = 0
clock_power_share_pct = 0
worst_ir_drop_vdd_v = 0.0000105
p_sw_uw = 51.7
comb_power_share_pct = 100.0

[place]
place_worst_setup_slack_ns = 8.89
finalWeightedCongestion = 0.866
place_area_sq_um = 4900
tally_of_buffers_added_on_design_ports = 103
place.detailed.hpwl_mm = 7.57

[min_path]
holdCritPathClass = input port to output pin
[kinds of logic (layout without fill, tap and decap cells)]
kind of cell | count (synthesis) | in the layout
buffers and inverters | 156 | 207
AND/OR/NAND/NOR | 146 | 146
AND-OR/OR-AND | 106 | 106
adder cells (fa/ha/maj) | 64 | 64
XOR/XNOR | 51 | 51
multiplexers | 23 | 23
[through the flow]
step | cells | hold slack, ns
floorplan | 546 | 9.16
global placement | 730 | 10.0
detailed placement | 730 | 9.99
CTS | 730 | 9.99
global route | 730 | 10.07
finish | 730 | 9.98
[layout make-up]
type / count / area [sq um]
inverter: 97 / 367
multi-input combinational: 390 / 3300
timing repair buffer: 110 / 1070
tap: 133 / 166
fill: 957 / 4920
[layout by cell type, fill, tap and decap left out, types with 15 or more instances in the layout]
master	n
inv_1	95
xnor2_1	31
a21oi_1	15
ha_1	64
clkdlybuf4s50_1	101
xor2_1	18
nor2_1	24
mux4_2	22
nand2_1	77
[power by group through the flow]
stage	Combinational, uW	Clock (uW)	Sequential, uW
4_1_cts	115	0	0
5_1_grt	128	0	0
6_report	114	0	0
[worst paths after layout]
kind | depth (start not counted) | start | endpoint | slack [ns]
worst max-delay path | 17 | INVA | out[28] | 8.94
worst min-delay path | 4 | F1 | out[11] | 9.98
[worst max-delay path: stages]
cell and delay [ns]:
clkdlybuf4s50_1 0.46, buf_4 0.38, inv_4 0.16, xnor2_1 0.30
inv_1 0.10, ha_1 0.36, nand2_1 0.08, a211o_1 0.27
o211ai_1 0.13, a311oi_2 0.19, nor3_1 0.27, o21ai_2 0.14
o32ai_4 0.42, a31oi_1 0.13, or4_1 0.52, o221ai_1 0.08
clkdlybuf4s50_1 0.50
[metal layers]
metal | up-vias | routed length (microns) | track usage (%)
met5 | - | 0 | 0
met2 | 74 | 4700 | 36.1
met3 | 4 | 320 | 0.827
met4 | 0 | 58 | 1.08
li1 | 1932 | - | -
met1 | 1738 | 4740 | 27.4
