<file path="flow/design.v">
	module MIR (out,clk,in);	
	input [35:0] in;
	output reg [35:0] out;
	input clk;
	always @ (posedge clk)
	begin
	 out <= in;
	end
	endmodule
</file>
<file path="flow/constraint.sdc">
current_design MIR

set clk_period 1.0
set clk_io_pct 0.2

create_clock -name clk0 -period $clk_period [get_ports {clk}]

set non_clock_inputs [all_inputs -no_clocks]
set_input_delay [expr $clk_period * $clk_io_pct] -clock clk0 $non_clock_inputs
set_output_delay [expr $clk_period * $clk_io_pct] -clock clk0 [all_outputs]
</file>
<file path="flow/config.mk">
export PLATFORM = sky130hd
export DESIGN_NAME = MIR
export DESIGN_NICKNAME = MIR
export VERILOG_FILES = /design/flow/design.v
export SDC_FILE = /design/flow/constraint.sdc
export NUM_CORES = 4
export LEC_CHECK = 1
export CORE_AREA = 10 10 84 84
export DIE_AREA = 0 0 94 94
</file>
<file path="flow/run.sh">
#!/bin/bash
# OpenROAD 26Q1-2900-gdf79404cd8, Yosys 0.63+post, stock flow scripts
make -C /OpenROAD-flow-scripts/flow DESIGN_CONFIG=/design/flow/config.mk WORK_HOME=/design/flow/orfs finish
</file>
==> GITHUB_STEP_SUMMARY <==
## Implementation flow summary

| Metric | Value |
|---|---|
| Status | complete, no violations |
| Dpl ws | 0.0264 ns |
| CTS tree | done |
| Initial DRC count | 5 |
| Mapped Avg Cell Area | 20.0 um^2 |
| Clk sinks | 36 |
| Clock slew at reported path FFs | 0.07 ns |
| Post-synth EDFFs | 0 |
| Min-Delay Path Class | input pin to register |
| Root Driver | clkbuf_8 |
| Gr ovfl total | 0 |
| Top Registers | out x36 |
| Comb_multi_in | 0 |
| Initial Util | 0.138 |
| H-tree depth | 2 |
| Post-synthesis cell area | 721 um^2 |
| Yosys cell count | 36 |
| Antenna viol nets, final | 0 |
| Seq share, synth | 1.00 |
| Top reg by flops | out |
| WL final | 2410 um |
| Top post-synthesis cells by count | 36 x dfxtp_1 |
| Setup violators final | 0 |
| Switch share | 0.178 |
| PortBufs | 72 |
| Crit path kind | register to output port |
| Count of final hold-check violations | 0 |
| Fin crit share | 0.973 |
| FMAX | 1030 MHz |
| Vias | 556 |
| Delay-heaviest family, CP | flip-flops |
| Total CTS buffers | 5 |
| Sw Pwr | 529 uW |
| Post-route DRC | 0 |
| DRT Pass-1 Iters | 2 |
| CP endpoint kind | output port |
| Number of distinct library cells after synthesis | 1 |
| Startpoint Class | register |
| Vias per std cell | 2.99 |
| Master of the slowest instance on the critical path | dfxtp_1 |
| Total power | 2970 uW |
| Post-Syn Instances | 36 |
| Area leader, netlist | dfxtp_1 |
| Max Slew Vio Count | 0 |
| Routed len/inst | 13.0 um |
| First-pass GRT wire length | 3330 um |
| Peak VDD IR | 1.03 mV |
| IO Pins | 73 |
| Initial antenna violation count | 0 |
| Max transition margin | 0.951 |
| PwrDens | 1880 nW/um^2 |
| Critical Path Fanout Max | 1 |
| Max reg flops | 36 |
| Placed cell area | 1530 um^2 |
| CORE AREA | 5200 um^2 |
| Hold_buf cts | 0 |
| CP Data Arrival Time | 0.77 ns |
| Ys async rst share | 0 |
| Fraction of layout cells with a size suffix above 1 | 0.276 |
| Maximum clock path buffer count | 2 |
| Core Rows | 26 |
| Largest net degree at the start of global routing | 12 |
| Area Overhead vs Synth | 119% |
| Total track usage | 0.0501 |
| Registers, synthesis | 36 |
| Part of the power in the clock network | 0.410 |
| Dominant register cell | dfxtp_1 |
| Number of max-cap violations | 0 |
| Reg area | 734 um^2 |
| Yosys stat chip area | 721 um^2 |
| Synth warn | 1 |
| Int Power | 2450 uW |
| Combinational share of power | 0.074 |
| Worst path max stage delay | 0.32 ns |
| # diodes | 0 |
| RD Place Congestion | 0.680 |
| Filler cell count | 522 |
| LEAKAGE | 0.000658 uW |
| Logic area | 0 um^2 |
| Design Area, Final | 1580 um^2 |
| Vias in the first global route | 609 |
| Worst-path cell chain | clkdlybuf4s15_1 |
| Crit path time final | 0.973 ns |
| Worst hold slack | 0.351 ns |
| Post-synthesis cell type with the largest instance count | dfxtp_1 |
| CP Buf/Inv Count | 1 |
| OpenROAD warnings | 25 |
| Worst-Margin Slew | 0.0732 ns |
| Crit path DRT | 0.80 ns |
| Die Wd | 94 um |
| Die H | 94 um |
| Sequential Power Share | 0.515 |
| Top area cell types | dfxtp_1 100% |
| Area leader share | 1.00 |
| Die Size | 8840 um^2 |
| Final setup margin | 0.0267 ns |
-- cells by family (layout without fill, tap and decap cells) --
group	count (synthesis)	in the layout	synth area share
DFF	36	36	1.00
buffers and inverters	0	80	0
-- layout by cell type (no fill, tap or decap), drive strengths merged --
cell           instances
bufinv                 1
clkdlybuf4s15         22
clkdlybuf4s50         36
clkbuf                20
dfxtp                 36
clkinv                 1
-- metal layers --
| metal | track usage | vias to the layer above | share of wire |
|---|---|---|---|
| met5 | 0 | - | 0 |
| met2 | 0.0847 | 41 | 0.49 |
| met4 | 0.0114 | 0 | 0.018 |
| met3 | 0.0412 | 6 | 0.18 |
| li1 | - | 265 | - |
| met1 | 0.0451 | 244 | 0.31 |
-- what timing repair did --
| action | in CTS | in global routing |
|---|---|---|
| resized | 75 | 22 |
| setup buffers | 0 | 0 |
| endpoints found under the setup margin | 36 | 15 |
-- through the flow --
step / cells / utilization / setup TNS, ns
after floorplan: 36 / - / 0
after global placement: 178 / 0.294 / 0
after detailed placement: 178 / 0.294 / 0
after CTS: 186 / 0.315 / 0
after global routing: 186 / 0.304 / -0.00695
final: 186 / 0.304 / 0
-- worst paths after layout --
kind	start	end	slack [ns]	cells after the start
worst min-delay path	in[29]	out[29]	0.35	1
worst max-delay path	out[14]	out[14]	0.03	1
-- power groups by stage --
stage         clock (uW)  combinational (uW)  sequential (uW)
CTS                 1280                 244             1530
global route        1340                 239             1540
finish              1220                 222             1530
-- area by class of cell --
class	instances	share of cell area
Clock buffer	6	0.0459
Clock inverter	2	0.0222
Sequential cell	36	0.465
Tap cell	70	0.0554
Timing Repair Buffer	72	0.412
Power is estimated from default activity; no workload was simulated.
